## ./design.v

```verilog
`timescale 1ns / 1ps
module spi_wb(
    input wire I_clk,
	input wire I_rst_n,
	input wire I_tx_en,
	output reg O_tx_done,
    input [7:0] I_data_in,
	input 		I_spi_miso,
	output reg  O_spi_sck,
	output reg  O_spi_cs,
	output reg  O_spi_mosi
    );
reg [4:0]   R_tx_state      ; 
always @(posedge I_clk or negedge I_rst_n)
begin
    if(!I_rst_n)
        begin
            R_tx_state  <=  5'd0    ;
            O_spi_cs    <=  1'b1    ;
            O_spi_sck   <=  1'b0    ;
            O_spi_mosi  <=  1'b0    ;
            O_tx_done   <=  1'b0    ;
        end 
    else if(I_tx_en)  
        begin
            O_spi_cs    <=  1'b0    ;  
            case(R_tx_state)
                5'd1, 5'd3 , 5'd5 , 5'd7  , 
                5'd9, 5'd11, 5'd13, 5'd15 :  
                    begin
                        O_spi_sck   <=  1'b1                ;
                        R_tx_state  <=  R_tx_state + 1'b1   ;
                        O_tx_done   <=  1'b0                ;
                    end
                5'd0:     
                    begin
                        O_spi_mosi  <=  I_data_in[7]        ;
                        O_spi_sck   <=  1'b0                ;
                        R_tx_state  <=  R_tx_state + 1'b1   ;
                        O_tx_done   <=  1'b0                ;
                    end
                5'd2:     
                    begin
                        O_spi_mosi  <=  I_data_in[6]        ;
                        O_spi_sck   <=  1'b0                ;
                        R_tx_state  <=  R_tx_state + 1'b1   ;
                        O_tx_done   <=  1'b0                ;
                    end
                5'd4:     
                    begin
                        O_spi_mosi  <=  I_data_in[5]        ;
                        O_spi_sck   <=  1'b0                ;
                        R_tx_state  <=  R_tx_state + 1'b1   ;
                        O_tx_done   <=  1'b0                ;
                    end 
                5'd6:     
                    begin
                        O_spi_mosi  <=  I_data_in[4]        ;
                        O_spi_sck   <=  1'b0                ;
                        R_tx_state  <=  R_tx_state + 1'b1   ;
                        O_tx_done   <=  1'b0                ;
                    end 
                5'd8:     
                    begin
                        O_spi_mosi  <=  I_data_in[3]        ;
                        O_spi_sck   <=  1'b0                ;
                        R_tx_state  <=  R_tx_state + 1'b1   ;
                        O_tx_done   <=  1'b0                ;
                    end                            
                5'd10:     
                    begin
                        O_spi_mosi  <=  I_data_in[2]        ;
                        O_spi_sck   <=  1'b0                ;
                        R_tx_state  <=  R_tx_state + 1'b1   ;
                        O_tx_done   <=  1'b0                ;
                    end 
                5'd12:     
                    begin
                        O_spi_mosi  <=  I_data_in[1]        ;
                        O_spi_sck   <=  1'b0                ;
                        R_tx_state  <=  R_tx_state + 1'b1   ;
                        O_tx_done   <=  1'b0                ;
                    end 
                5'd14:     
                    begin
                        O_spi_mosi  <=  I_data_in[0]        ;
                        O_spi_sck   <=  1'b0                ;
                        R_tx_state  <=  R_tx_state + 1'b1   ;
                        O_tx_done   <=  1'b1                ;
                    end
                5'd16:     
                    begin
                        O_spi_sck   <=  1'b0                ;
                        R_tx_state  <=  5'd0                   ;
                        O_tx_done   <=  1'b0                ;
                    end
                default:R_tx_state  <=  5'd0                ;   
            endcase 
        end  
    else
        begin
            R_tx_state  <=  4'd0    ;
            O_tx_done   <=  1'b0    ;
            O_spi_cs    <=  1'b1    ;
            O_spi_sck   <=  1'b0    ;
            O_spi_mosi  <=  1'b0    ;
        end      
end
endmodule
```

## ./run.sh

```bash
#!/bin/bash
# OpenROAD 26Q1-2900-gdf79404cd8, Yosys 0.63+post, stock flow scripts
make -C /OpenROAD-flow-scripts/flow DESIGN_CONFIG=/design/flow/config.mk WORK_HOME=/design/flow/orfs finish
```

## ./config.mk

```make
export PLATFORM = sky130hd
export DESIGN_NAME = spi_wb
export DESIGN_NICKNAME = spi_wb
export VERILOG_FILES = /design/flow/design.v
export SDC_FILE = /design/flow/constraint.sdc
export NUM_CORES = 4
export LEC_CHECK = 1
export CORE_AREA = 10 10 71 71
export DIE_AREA = 0 0 81 81
```

## ./constraint.sdc

```tcl
current_design spi_wb

set clk_period 1.6
set clk_io_pct 0.2

create_clock -name clk0 -period $clk_period [get_ports {I_clk}]

set non_clock_inputs [all_inputs -no_clocks]
set_input_delay [expr $clk_period * $clk_io_pct] -clock clk0 $non_clock_inputs
set_output_delay [expr $clk_period * $clk_io_pct] -clock clk0 [all_outputs]
```

==> results.py <==
# Flow results
metrics = {
    "yosys": {
        "largest_area_cell": "dfrtp_1",
        "yosys.cell_count.top_type": "dfrtp_1",
        "top_cell_area_share_pct": 36.78,
        "post_synth.cell_area_avg_sq_um": 9.719,
        "synth-edff-count": 0,
        "syn-instance-count": 56,
        "ys.flops": 9,
        "common_cells": "dfrtp_1 (8), nor2_1 (7), a21oi_1 (4), ha_1 (4), inv_1 (4)",
        "yosysUniqueCellTypes": 26,
        "yosys_area_sq_um": 544.3,
        "yosys.stat.seqShare_pct": 41.61,
        "yosysWarnings": 1,
        "ys.flop_type": "dfrtp_1",
        "syn_area_sq_um": 544.3,
        "synthArstFlopShare_pct": 100.0,
        "ys_cells": 56,
        "area_leaders": "dfrtp_1 (37%), ha_1 (9.2%), dfstp_2 (4.8%)",
    },
    "critical_path": {
        "endpoint_kind": "primary output",
        "critPathBufInv": 1,
        "arrival_ns": 1.18,
        "cp_slowest_cell": "dfstp_2",
        "critPathLaunchType": "flop",
        "worst_r2r_path_depth": 6,
        "crit_chain": "clkdlybuf4s50_1",
        "worst-path-max-fanout": 1,
        "worst-setup-path-type": "flop to primary output",
        "cp.depth": 1,
        "worstPathRequired_ns": 1.28,
        "cp_top_family": "flip-flops",
        "cp_slowest_stage_delay_ns": 0.50,
    },
    "finish": {
        "area_growth_pct": 40.46,
        "regArea_sq_um": 226.5,
        "fill_cells": 396,
        "logic_area_sq_um": 270.3,
        "drive_above_1_share_pct": 12.68,
    },
    "clocking": {
        "cts_num_sinks": 9,
        "htreeDepth": 1,
        "clock_path_buffers": 2,
        "numCtsBuffers": 3,
        "clkTransAtPathRegs_ns": 0.04,
        "cts_tree": "yes",
        "post_cts_buffers": 0,
        "cts_root_buf": "clkbuf_8",
        "clock_latency_ns": 0.23,
    },
    "routing": {
        "ant_nets": 0,
        "drc": 0,
        "num_vias": 438,
        "drtIter0Drc": 40,
        "vias_per_cell": 3.681,
        "wl_per_cell_um": 10.24,
        "num_antenna_cells": 0,
        "drt_wl_total_mm": 1.219,
        "first_pass_iters": 3,
    },
    "global_route": {
        "grt_pass1_wl_mm": 2.194,
        "grt.total_usage_pct": 4.119,
        "grt_max_degree": 11,
        "antenna_found_initial": 0,
        "grt-ovfl-total": 0,
        "first_global_vias": 471,
    },
    "floorplan": {
        "chipArea_sq_um": 6561,
        "die_h_um": 81,
        "ios": 16,
        "core_sq_um": 3633,
        "die_w_um": 81,
        "rows": 22,
        "fp_util_pct": 14.98,
    },
    "run": {
        "cap_viol_max_count": 0,
        "stage_log_warnings": 29,
    },
    "power": {
        "ir_drop_uv": 227.6,
        "power_density_nw_per_um2": 812.8,
        "cellLeakagePower_nw": 0.3149,
    },
    "sta": {
        "hold_violations": 0,
        "fin_crit_ns": 1.497,
        "fin_tns_setup_ns": 0,
        "skew_ns": 0.003759,
        "drv_slew": 0,
        "tightest_slew_ns": 0.3910,
        "max-slew-margin-rel_pct": 73.85,
        "setup_viol": 0,
        "rsz0062_at_grt": "no",
        "setup_ws_ns": 0.1029,
        "max_freq_ghz": 0.6680,
        "finalCritPeriodShare_pct": 93.57,
    },
    "status": {
        "status": "finished, final reports clean",
    },
    "place": {
        "pre_cts_slack_ns": 0.1264,
        "io_buffers": 14,
        "gp_congestion": 0.7921,
    },
    "hold_path": {
        "hold_path.class": "input pin to asynchronous set/reset pin",
    },
}
-- final cells by class --
class	count	area share, %
inverters	4	1.964
flip-flops and latches	9	29.62
repair buffers	15	19.31
multi-input cells	39	35.35
clock buffers	4	5.892
well taps	48	7.856
-- repair_timing --
action / 4_1_cts / 5_1_grt
hold buffers: 0 / 0
setup endpoints to repair: 0 / 2
gates resized: 0 / 1
-- cells in the final DEF (no fill, tap or decap), types with 2 or more instances in the layout --
master / n
nand2_1: 2
clkbuf_8: 3
nor2_1: 7
a22oi_1: 3
dfrtp_1: 8
a21oi_1: 4
inv_1: 4
nor3_1: 3
nor2b_1: 2
nand3_1: 2
ha_1: 3
clkdlybuf4s50_1: 14
-- kinds of logic (layout without fill, tap and decap cells) --
| kind of cell | after synthesis | in the layout | share of synthesized area (%) |
|---|---|---|---|
| simple gates | 19 | 19 | 16.55 |
| compound gates | 14 | 14 | 20.23 |
| flops | 9 | 9 | 41.61 |
| buf+inv | 8 | 23 | 9.194 |
| fa+ha+maj | 4 | 4 | 9.196 |
| xor+xnor | 2 | 2 | 3.219 |
-- worst paths after layout --
| check | slack [ns] | to | start |
|---|---|---|---|
| setup / recovery | 0.10 | O_spi_cs | O_spi_cs$_DFF_PN1_ |
| hold / removal | 0.38 | R_tx_state[3]$_DFF_PN0_ | I_rst_n |
| setup reg to reg | 0.12 | O_spi_mosi$_DFFE_PN0P_ | R_tx_state[1]$_DFF_PN0_ |
| hold reg to reg | 0.56 | R_tx_state[0]$_DFF_PN0_ | R_tx_state[0]$_DFF_PN0_ |
| max in group asynchronous | 0.90 | O_spi_cs$_DFF_PN1_ | I_rst_n |
| min in group clk0 | 0.56 | R_tx_state[0]$_DFF_PN0_ | R_tx_state[0]$_DFF_PN0_ |
-- worst reg2reg max path: cells and delay by family (launching register included) --
family	cells	cell delay, ns
buffers and inverters	1	0.09
AOI/OAI and AO/OA	3	0.49
and+or+nand+nor	1	0.08
DFF	1	0.41
adders and majority gates	1	0.34
-- metal layers --
metal | track usage (%) | part of all wire (%) | vias to the layer above
met1 | 5.189 | 47 | 199
met2 | 6.051 | 40 | 13
met5 | 0 | 0 | -
met3 | 2.561 | 12 | 0
li1 | - | - | 226
met4 | 0.5190 | 0 | 0
-- where the power goes --
part | switching [W] | internal [W]
combinational | 0.0000505 | 0.0000641
sequential | 0.0000119 | 0.000242
clock | 0.0000802 | 0.000173
-- stage by stage --
step / utilization (%) / power, W / instances / instance area (sq um) / hold slack (ns)
after global routing: 21.04 / 0.0006601 / 119 / 764.5 / 0.4160
after CTS: 20.97 / 0.0006309 / 119 / 762.0 / 0.3929
after detailed placement: 19.73 / 0.0003707 / 115 / 716.9 / 0.5481
after floorplan: - / 0.0003227 / 56 / 544.3 / 0.02441
after global placement: 19.73 / 0.0003693 / 115 / 716.9 / 0.5388
final: 21.04 / 0.0006213 / 119 / 764.5 / 0.3843
-- sequential cells by signal, indices dropped and copies added, names as in the netlist --
register    count
R_tx_state      5
O_spi_cs        1
O_spi_mosi      1
O_spi_sck       1
O_tx_done       1
No activity file was given, so power comes from the tool's default toggle rates.
