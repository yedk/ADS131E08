File: /design/flow/config.mk
export PLATFORM = sky130hd
export DESIGN_NAME = spi_rw
export DESIGN_NICKNAME = spi_rw
export VERILOG_FILES = /design/flow/design.v
export SDC_FILE = /design/flow/constraint.sdc
export NUM_CORES = 4
export LEC_CHECK = 1
export CORE_AREA = 10 10 93 93
export DIE_AREA = 0 0 103 103
File: /design/flow/constraint.sdc
current_design spi_rw

set clk_period 2.1
set clk_io_pct 0.2

create_clock -name clk0 -period $clk_period [get_ports {I_clk}]

set non_clock_inputs [all_inputs -no_clocks]
set_input_delay [expr $clk_period * $clk_io_pct] -clock clk0 $non_clock_inputs
set_output_delay [expr $clk_period * $clk_io_pct] -clock clk0 [all_outputs]
File: /design/flow/design.v
`timescale 1ns / 1ps
module spi_rw(
    input wire 			I_rst_n	  ,
	input wire 			I_clk	  ,
	input wire 			I_rx_en	  ,
	input wire 			I_tx_en	  ,
	input 		[7:0]   I_data_in ,
	output reg [23:0] 	O_data_out_0,
	output reg [23:0] 	O_data_out_1,
	output reg [23:0] 	O_data_out_2,
	output reg [23:0] 	O_data_out_3,
	output reg [23:0] 	O_data_out_4,
	output reg [23:0] 	O_data_out_5,
	output reg [23:0] 	O_data_out_6,
	output reg [23:0] 	O_data_out_7,
	output reg  		O_data_out_0_valid,
	output reg  		O_data_out_1_valid,
	output reg  		O_data_out_2_valid,
	output reg  		O_data_out_3_valid,
	output reg  		O_data_out_4_valid,
	output reg  		O_data_out_5_valid,
	output reg  		O_data_out_6_valid,
	output reg  		O_data_out_7_valid,
	input  				I_spi_miso	,
	output reg 			O_spi_sck	,
	output  reg         O_spi_cs  	,
	output  reg         O_spi_mosi	,
	output reg 			O_tx_done 
    );
reg [5:0]   R_tx_state      ; 
reg [8:0]   R_rx_state      ;
reg [4:0]   R_rx_count		;
reg [23:0]  O_data_out		;
reg 		O_rx_done 		;
always @(posedge I_clk or negedge I_rst_n)
begin
    if(!I_rst_n)
        begin
            R_tx_state  <=  5'd0    ;
            R_rx_state  <=  9'd0    ;
            O_spi_cs    <=  1'b1    ;
            O_spi_sck   <=  1'b0    ;
            O_spi_mosi  <=  1'b0    ;
            O_tx_done   <=  1'b0    ;
            O_rx_done   <=  1'b0    ;
            O_data_out  <=  24'd0    ;
        end 
    else if(I_tx_en)  
        begin
            O_spi_cs    <=  1'b0    ;  
            case(R_tx_state)
                5'd1, 5'd3 , 5'd5 , 5'd7  , 
                5'd9, 5'd11, 5'd13, 5'd15 :  
                    begin
                        O_spi_sck   <=  1'b1                ;
                        R_tx_state  <=  R_tx_state + 1'b1   ;
                        O_tx_done   <=  1'b0                ;
                    end
                5'd0:     
                    begin
                        O_spi_mosi  <=  I_data_in[7]        ;
                        O_spi_sck   <=  1'b0                ;
                        R_tx_state  <=  R_tx_state + 1'b1   ;
                        O_tx_done   <=  1'b0                ;
                    end
                5'd2:     
                    begin
                        O_spi_mosi  <=  I_data_in[6]        ;
                        O_spi_sck   <=  1'b0                ;
                        R_tx_state  <=  R_tx_state + 1'b1   ;
                        O_tx_done   <=  1'b0                ;
                    end
                5'd4:     
                    begin
                        O_spi_mosi  <=  I_data_in[5]        ;
                        O_spi_sck   <=  1'b0                ;
                        R_tx_state  <=  R_tx_state + 1'b1   ;
                        O_tx_done   <=  1'b0                ;
                    end 
                5'd6:     
                    begin
                        O_spi_mosi  <=  I_data_in[4]        ;
                        O_spi_sck   <=  1'b0                ;
                        R_tx_state  <=  R_tx_state + 1'b1   ;
                        O_tx_done   <=  1'b0                ;
                    end 
                5'd8:     
                    begin
                        O_spi_mosi  <=  I_data_in[3]        ;
                        O_spi_sck   <=  1'b0                ;
                        R_tx_state  <=  R_tx_state + 1'b1   ;
                        O_tx_done   <=  1'b0                ;
                    end                            
                5'd10:     
                    begin
                        O_spi_mosi  <=  I_data_in[2]        ;
                        O_spi_sck   <=  1'b0                ;
                        R_tx_state  <=  R_tx_state + 1'b1   ;
                        O_tx_done   <=  1'b0                ;
                    end 
                5'd12:     
                    begin
                        O_spi_mosi  <=  I_data_in[1]        ;
                        O_spi_sck   <=  1'b0                ;
                        R_tx_state  <=  R_tx_state + 1'b1   ;
                        O_tx_done   <=  1'b0                ;
                    end 
                5'd14:     
                    begin
                        O_spi_mosi  <=  I_data_in[0]        ;
                        O_spi_sck   <=  1'b0                ;
                        R_tx_state  <=  R_tx_state + 1'b1   ;
                        O_tx_done   <=  1'b1                ;
                    end
                5'd16:     
                    begin
                        O_spi_sck   <=  1'b0                ;
                        R_tx_state  <=  5'd0                   ;
                        O_tx_done   <=  1'b0                ;
                    end
                default:R_tx_state  <=  5'd0                ;   
            endcase 
        end
		else if(I_rx_en)
			begin 
				O_spi_cs  <= 1'b0;
				case (R_rx_state)
				9'd0,9'd2,8'd4,8'd6,8'd8,8'd10,8'd12,
				9'd14,9'd16,8'd18,8'd20,8'd22,8'd24,8'd26,
				9'd28,9'd30,8'd32,8'd34,8'd36,8'd38,8'd40,
				9'd42,9'd44,8'd46,8'd48:
				begin
					O_spi_sck <= 1'b1;
					R_rx_state <= R_rx_state + 1'b1;
					O_rx_done <= 1'b0;
				end
				 5'd1:     
                    begin                       
                        O_spi_sck       <=  1'b0                ;
                        R_rx_state      <=  R_rx_state + 1'b1   ;
                        O_rx_done       <=  1'b0                ;
                        O_data_out[23]   <=  I_spi_miso          ;   
                    end
				 5'd3:     
                    begin                       
                        O_spi_sck       <=  1'b0                ;
                        R_rx_state      <=  R_rx_state + 1'b1   ;
                        O_rx_done       <=  1'b0                ;
                        O_data_out[22]   <=  I_spi_miso          ;   
                    end
				 5'd5:     
                    begin                       
                        O_spi_sck       <=  1'b0                ;
                        R_rx_state      <=  R_rx_state + 1'b1   ;
                        O_rx_done       <=  1'b0                ;
                        O_data_out[21]   <=  I_spi_miso          ;   
                    end
				 5'd7:     
                    begin                       
                        O_spi_sck       <=  1'b0                ;
                        R_rx_state      <=  R_rx_state + 1'b1   ;
                        O_rx_done       <=  1'b0                ;
                        O_data_out[20]   <=  I_spi_miso          ;   
                    end
				 5'd9:     
                    begin                       
                        O_spi_sck       <=  1'b0                ;
                        R_rx_state      <=  R_rx_state + 1'b1   ;
                        O_rx_done       <=  1'b0                ;
                        O_data_out[19]   <=  I_spi_miso          ;   
                    end
				 5'd11:     
                    begin                       
                        O_spi_sck       <=  1'b0                ;
                        R_rx_state      <=  R_rx_state + 1'b1   ;
                        O_rx_done       <=  1'b0                ;
                        O_data_out[18]   <=  I_spi_miso          ;   
                    end
				 5'd13:     
                    begin                       
                        O_spi_sck       <=  1'b0                ;
                        R_rx_state      <=  R_rx_state + 1'b1   ;
                        O_rx_done       <=  1'b0                ;
                        O_data_out[17]   <=  I_spi_miso          ;   
                    end
				 5'd15:     
                    begin                       
                        O_spi_sck       <=  1'b0                ;
                        R_rx_state      <=  R_rx_state + 1'b1   ;
                        O_rx_done       <=  1'b0                ;
                        O_data_out[16]   <=  I_spi_miso          ;   
                    end
				 5'd17:     
                    begin                       
                        O_spi_sck       <=  1'b0                ;
                        R_rx_state      <=  R_rx_state + 1'b1   ;
                        O_rx_done       <=  1'b0                ;
                        O_data_out[15]   <=  I_spi_miso          ;   
                    end
				 5'd19:     
                    begin                       
                        O_spi_sck       <=  1'b0                ;
                        R_rx_state      <=  R_rx_state + 1'b1   ;
                        O_rx_done       <=  1'b0                ;
                        O_data_out[14]   <=  I_spi_miso          ;   
                    end
				 5'd21:     
                    begin                       
                        O_spi_sck       <=  1'b0                ;
                        R_rx_state      <=  R_rx_state + 1'b1   ;
                        O_rx_done       <=  1'b0                ;
                        O_data_out[13]   <=  I_spi_miso          ;   
                    end
				5'd23:     
                    begin                       
                        O_spi_sck       <=  1'b0                ;
                        R_rx_state      <=  R_rx_state + 1'b1   ;
                        O_rx_done       <=  1'b0                ;
                        O_data_out[12]   <=  I_spi_miso          ;   
                    end
				5'd25:     
                    begin                       
                        O_spi_sck       <=  1'b0                ;
                        R_rx_state      <=  R_rx_state + 1'b1   ;
                        O_rx_done       <=  1'b0                ;
                        O_data_out[11]   <=  I_spi_miso          ;   
                    end
				5'd27:     
                    begin                       
                        O_spi_sck       <=  1'b0                ;
                        R_rx_state      <=  R_rx_state + 1'b1   ;
                        O_rx_done       <=  1'b0                ;
                        O_data_out[10]   <=  I_spi_miso          ;   
                    end
				5'd29:     
                    begin                       
                        O_spi_sck       <=  1'b0                ;
                        R_rx_state      <=  R_rx_state + 1'b1   ;
                        O_rx_done       <=  1'b0                ;
                        O_data_out[9]   <=  I_spi_miso          ;   
                    end
				5'd31:     
                    begin                       
                        O_spi_sck       <=  1'b0                ;
                        R_rx_state      <=  R_rx_state + 1'b1   ;
                        O_rx_done       <=  1'b0                ;
                        O_data_out[8]   <=  I_spi_miso          ;   
                    end
				5'd33:     
                    begin                       
                        O_spi_sck       <=  1'b0                ;
                        R_rx_state      <=  R_rx_state + 1'b1   ;
                        O_rx_done       <=  1'b0                ;
                        O_data_out[7]   <=  I_spi_miso          ;   
                    end
				5'd35:     
                    begin                       
                        O_spi_sck       <=  1'b0                ;
                        R_rx_state      <=  R_rx_state + 1'b1   ;
                        O_rx_done       <=  1'b0                ;
                        O_data_out[6]   <=  I_spi_miso          ;   
                    end
				5'd37:     
                    begin                       
                        O_spi_sck       <=  1'b0                ;
                        R_rx_state      <=  R_rx_state + 1'b1   ;
                        O_rx_done       <=  1'b0                ;
                        O_data_out[5]   <=  I_spi_miso          ;   
                    end
				5'd39:     
                    begin                       
                        O_spi_sck       <=  1'b0                ;
                        R_rx_state      <=  R_rx_state + 1'b1   ;
                        O_rx_done       <=  1'b0                ;
                        O_data_out[4]   <=  I_spi_miso          ;   
                    end
				5'd41:     
                    begin                       
                        O_spi_sck       <=  1'b0                ;
                        R_rx_state      <=  R_rx_state + 1'b1   ;
                        O_rx_done       <=  1'b0                ;
                        O_data_out[3]   <=  I_spi_miso          ;   
                    end
				5'd43:     
                    begin                       
                        O_spi_sck       <=  1'b0                ;
                        R_rx_state      <=  R_rx_state + 1'b1   ;
                        O_rx_done       <=  1'b0                ;
                        O_data_out[2]   <=  I_spi_miso          ;   
                    end
				5'd45:     
                    begin                       
                        O_spi_sck       <=  1'b0                ;
                        R_rx_state      <=  R_rx_state + 1'b1   ;
                        O_rx_done       <=  1'b0                ;
                        O_data_out[1]   <=  I_spi_miso          ;   
                    end
				5'd47:     
                    begin                       
                        O_spi_sck       <=  1'b0                ;
                        R_rx_state      <=  R_rx_state + 1'b1   ;
                        O_rx_done       <=  1'b0                ;
                        O_data_out[0]   <=  I_spi_miso          ;   
                    end
				5'd49:     
                    begin                       
                        O_spi_sck       <=  1'b1                ;
						R_rx_count      <=  R_rx_count + 1'b1	;
						if(R_rx_count < 8)begin
						R_rx_state      <=  5'd0;
						O_rx_done       <=  1'b1; 
						end
						else begin
						R_rx_state      <=  5'd50  ;
						end 
                    end
			endcase
		end
	else 
		begin
		R_tx_state  <=  4'd0    ;
		R_rx_state  <=  5'd0    ;
		O_tx_done   <=  1'b0    ;
		O_rx_done   <=  1'b0    ;
		O_spi_cs    <=  1'b1    ;
		O_spi_sck   <=  1'b0    ;
		O_spi_mosi  <=  1'b0    ;
		O_data_out  <=  24'd0   ;
		R_rx_count  <=  4'd0	;
		end
end
always @(posedge I_clk or negedge I_rst_n)
begin
	if(!I_rst_n)
		begin
		O_data_out_0 <= 24'd0	;
		O_data_out_1 <= 24'd0	;
		O_data_out_2 <= 24'd0	;
		O_data_out_3 <= 24'd0	;
		O_data_out_4 <= 24'd0	;
		O_data_out_5 <= 24'd0	;
		O_data_out_6 <= 24'd0	;
		O_data_out_7 <= 24'd0	;
		O_data_out_0_valid <= 1'b0;
		O_data_out_1_valid <= 1'b0;
		O_data_out_2_valid <= 1'b0;
		O_data_out_3_valid <= 1'b0;
		O_data_out_4_valid <= 1'b0;
		O_data_out_5_valid <= 1'b0;
		O_data_out_6_valid <= 1'b0;
		O_data_out_7_valid <= 1'b0;
		end
	else if(O_rx_done == 1'b1 && R_rx_count == 5'd0) begin
	O_data_out_0 <= O_data_out	;
	O_data_out_0_valid <= 1'b1;
	end
	else if(O_rx_done == 1'b1 && R_rx_count == 5'd1) begin
	O_data_out_1 <= O_data_out	;
	O_data_out_1_valid <= 1'b1;
	end
	else if(O_rx_done == 1'b1 && R_rx_count == 5'd2) begin
	O_data_out_2 <= O_data_out	;
	O_data_out_2_valid <= 1'b1;
	end
	else if(O_rx_done == 1'b1 && R_rx_count == 5'd3) begin
	O_data_out_3 <= O_data_out	;
	O_data_out_3_valid <= 1'b1;
	end
	else if(O_rx_done == 1'b1 && R_rx_count == 5'd4) begin
	O_data_out_4 <= O_data_out	;
	O_data_out_4_valid <= 1'b1;
	end
	else if(O_rx_done == 1'b1 && R_rx_count == 5'd5) begin
	O_data_out_5 <= O_data_out	;
	O_data_out_5_valid <= 1'b1;
	end
	else if(O_rx_done == 1'b1 && R_rx_count == 5'd6) begin
	O_data_out_6 <= O_data_out	;
	O_data_out_6_valid <= 1'b1;
	end
	else if(O_rx_done == 1'b1 && R_rx_count == 5'd7) begin
	O_data_out_7 <= O_data_out	;
	O_data_out_7_valid <= 1'b1;
	end
	else begin
	O_data_out_0 <= 24'd0	;
	O_data_out_1 <= 24'd0	;
	O_data_out_2 <= 24'd0	;
	O_data_out_3 <= 24'd0	;
	O_data_out_4 <= 24'd0	;
	O_data_out_5 <= 24'd0	;
	O_data_out_6 <= 24'd0	;
	O_data_out_7 <= 24'd0	;
	O_data_out_0_valid <= 1'b0;
	O_data_out_1_valid <= 1'b0;
	O_data_out_2_valid <= 1'b0;
	O_data_out_3_valid <= 1'b0;
	O_data_out_4_valid <= 1'b0;
	O_data_out_5_valid <= 1'b0;
	O_data_out_6_valid <= 1'b0;
	O_data_out_7_valid <= 1'b0;
	end
end
endmodule
File: /design/flow/run.sh
#!/bin/bash
# OpenROAD 26Q1-2900-gdf79404cd8, Yosys 0.63+post, stock flow scripts
make -C /OpenROAD-flow-scripts/flow DESIGN_CONFIG=/design/flow/config.mk WORK_HOME=/design/flow/orfs finish
==> run summary <==
flow finished, numbers: Top cell area share=55.9%, status=completed, Cell Count Post-Placement=420, CTS Buf Count=3, Final Instance Count excl. Fillers=424, First-pass DRT Iterations=4, Die ar.=10600 µm², largest net degree at the start of global routing=20, yosys cell count=325, Clock Root Buffer=clkbuf_8, cell count after synthesis=325, Main logic family=buffers and inverters, crit-path max FO=6, worst ir drop on vdd=154 µV, Worst setup SP type=register, Post-synth EDFFs=0, std cell rows=30, Unique cell types=40, cell area after synthesis=2680 µm², antenna-violating nets left=0, Cell Pwr Density=557 nW/µm², Synth area leader=buf_4, dpl hpwl=4.43 mm, max-slew violations=0, # IOs=217, Reg clk slew, reported paths=0.07 ns, core region area=6760 µm², total track usage=7.60%, Placed Area=2200 µm², Final setup viols=0, XOR Share, Synth=0.653%, clk latency of the worst-skew pair=0.25 ns, Routed Wire Length=5.02 mm, antenna cells=0, CP Class=register to register, Hold Path Class=input pin to asynchronous set/reset pin, share of layout cells above drive strength 1=5.81%, Overflow after GRT=0, gpl congestion=0.816, H-tree depth=1, crit path capture type=register, Vias/cell=3.51, DR WL/cell=11.8 µm, global-route wire length before repair=6.81 mm, TritonCTS clock tree=built, WP data required=2.28 ns, finished layout cell area=2250 µm², Tcrit/Tclk final=92.0%, Die X=103 µm, chip height=103 µm, Synth-to-Final Area Change=-16.2%, RSZ-0062 raised after global routing=false, final core utilization=33.3%, ys async rst share=100%, critical path arrival=2.12 ns, Via Count=1487, Clock Skew=0.00141 ns, tool warnings=32, yosys stat chip area=2680 µm², initial DRC count=10, Avg Inst Size Synth=8.26 µm², DRC Markers=0, minimum clock period=1.93 ns, Sink Count=19, P_leak=1.26 nW, main flop type after synthesis=dfrtp_1, adder-cell share of the synthesized area=3.73%, Max Freq=0.518 GHz, fillers=679, synth warn=11, ao+oa area frac=9.37%, initial antenna violation count=0, Hold Vio Cnt, Final=0, port bufs=15, mux frac, synth=1.49%, Top cells by area=buf_4 56%, dfrtp_1 17%, ha_1 3.7%, mux2i_1 1.5%, o21ai_0 1.5%, Seq share, synth=17.8%, worst r2r path cells=6, setup TNS=0 ns, Starting Density=39.7%, Tot Pwr=1.25 mW, Max clock buf depth=2, Yosys reg bits=19, vias in the first global route=1484, MaxCap Viol Count=0, simple share=8.53%, Hold Buf Count CTS=0
## per-layer routing
layer	track usage, %	wire length (µm)	vias to the layer above
met5	0	0	-
met4	0.749	36	0
met3	3.52	720	5
met2	12.9	2430	123
met1	8.87	1830	676
li1	-	-	683
## report_power, final
part / switching, mW / internal (mW)
sequential: 0.0795 / 0.420
clock: 0.119 / 0.135
combinational: 0.269 / 0.229
## final timing paths
path                                      startpoint                   endpoint  slack (ns)
min in group clk0          R_rx_state[7]$_DFFE_PN0P_  R_rx_state[7]$_DFFE_PN0P_        0.50
hold / removal                               I_rst_n  R_rx_state[4]$_DFFE_PN0P_        0.49
hold reg to reg            R_rx_state[7]$_DFFE_PN0P_  R_rx_state[7]$_DFFE_PN0P_        0.50
max in group asynchronous                    I_rst_n         O_spi_cs$_DFF_PN1_        1.35
setup reg to reg           R_rx_state[0]$_DFFE_PN0P_  R_rx_state[5]$_DFFE_PN0P_        0.17
setup / recovery           R_rx_state[0]$_DFFE_PN0P_  R_rx_state[5]$_DFFE_PN0P_        0.17
## cell usage after synthesis (3+ instances only)
cell	instances
nor2_1	7
inv_1	10
nor2b_1	5
a21oi_1	7
ha_1	8
a31oi_1	3
o21ai_0	8
dfrtp_1	18
mux2i_1	4
nand3_1	6
nand2_1	8
clkbuf_1	4
buf_4	200
## cell type report
type / count / area [µm²] / area share [%]
timing repair buffer: 21 / 195 / 8.68
inverter: 10 / 37.5 / 1.67
sequential: 19 / 477 / 21.2
clock buffer: 4 / 45.0 / 2.00
tap: 80 / 100 / 4.45
multi-input combinational: 290 / 1390 / 62.0
## cells in the final DEF, fill, tap and decap left out, drive strengths merged, types with 3 or more instances in the layout
cell,synthesis,routed
nand3,6,6
nor2,7,7
dfrtp,18,18
nand2,8,8
o21ai,8,8
conb,1,200
nor2b,5,5
a21oi,7,7
clkbuf,4,4
clkdlybuf4s50,0,15
mux2i,4,4
a31oi,3,3
ha,8,8
buf,201,6
inv,10,10
## worst max-delay path, cell delays in order (launching register included)
cell and delay, ns:
dfrtp_1 0.44, inv_1 0.10, ha_1 0.19, or3b_2 0.51
a311oi_2 0.36, nand3_1 0.11, a21oi_1 0.15
## what timing repair did
action                                  CTS  global route
buffers inserted                          0             0
resized                                   0             1
endpoints found under the setup margin    0             2
## metrics by stage
| stage | setup slack [ns] | hold WS, ns |
|---|---|---|
| floorplan | 0.258 | 0.124 |
| global placement | -0.0266 | 0.487 |
| detailed placement | -0.0361 | 0.498 |
| CTS | 0.0720 | 0.496 |
| global route | 0.0213 | 0.505 |
| finish | 0.168 | 0.490 |
## cell families (layout without fill, tap and decap cells)
kind of cell    count (synthesis)  in the layout
buf+inv                       215             35
simple gates                   41             41
compound gates                 35             35
flops                          19             19
fa+ha+maj                       8              8
mux                             4              4
xor+xnor                        2              2
other cells                     1            200
## sequential cells by signal, indices dropped and copies added, names as in the netlist
| register | count |
|---|---|
| R_rx_state | 9 |
| R_tx_state | 6 |
| O_spi_cs | 1 |
| O_spi_mosi | 1 |
| O_spi_sck | 1 |
| O_tx_done | 1 |
Power is estimated from default activity; no workload was simulated.
